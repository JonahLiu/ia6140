===== /design/flow/run.sh =====
#!/bin/bash
# OpenROAD 26Q1-2900-gdf79404cd8, Yosys 0.63+post, stock flow scripts
make -C /OpenROAD-flow-scripts/flow DESIGN_CONFIG=/design/flow/config.mk WORK_HOME=/design/flow/orfs finish

===== /design/flow/config.mk =====
export PLATFORM = sky130hd
export DESIGN_NAME = post_switch
export DESIGN_NICKNAME = post_switch
export VERILOG_FILES = /design/flow/design.v
export SDC_FILE = /design/flow/constraint.sdc
export NUM_CORES = 4
export LEC_CHECK = 1
export CORE_UTILIZATION = 30

===== /design/flow/constraint.sdc =====
current_design post_switch

set clk_period 14.8
set clk_io_pct 0.2

create_clock -name clk0 -period $clk_period [get_ports {clk}]

set non_clock_inputs [all_inputs -no_clocks]
set_input_delay [expr $clk_period * $clk_io_pct] -clock clk0 $non_clock_inputs
set_output_delay [expr $clk_period * $clk_io_pct] -clock clk0 [all_outputs]

===== /design/flow/design.v =====
module CRC_gen (
Reset       ,
Clk         ,
Init        ,
Frame_data  ,
Data_en     ,
CRC_rd      ,
CRC_end     ,
CRC_out     
);
input           Reset       ;
input           Clk         ;
input           Init        ;
input   [7:0]   Frame_data  ;
input           Data_en     ;
input           CRC_rd      ;
output  [7:0]   CRC_out     ;
output          CRC_end     ;
reg [7:0]       CRC_out     ;
reg [31:0]      CRC_reg;
reg             CRC_end;
reg [3:0]       Counter;
function[31:0]  NextCRC;
    input[7:0]      D;
    input[31:0]     C;
    reg[31:0]       NewCRC;
    begin
    NewCRC[0]=C[24]^C[30]^D[1]^D[7];
    NewCRC[1]=C[25]^C[31]^D[0]^D[6]^C[24]^C[30]^D[1]^D[7];
    NewCRC[2]=C[26]^D[5]^C[25]^C[31]^D[0]^D[6]^C[24]^C[30]^D[1]^D[7];
    NewCRC[3]=C[27]^D[4]^C[26]^D[5]^C[25]^C[31]^D[0]^D[6];
    NewCRC[4]=C[28]^D[3]^C[27]^D[4]^C[26]^D[5]^C[24]^C[30]^D[1]^D[7];
    NewCRC[5]=C[29]^D[2]^C[28]^D[3]^C[27]^D[4]^C[25]^C[31]^D[0]^D[6]^C[24]^C[30]^D[1]^D[7];
    NewCRC[6]=C[30]^D[1]^C[29]^D[2]^C[28]^D[3]^C[26]^D[5]^C[25]^C[31]^D[0]^D[6];
    NewCRC[7]=C[31]^D[0]^C[29]^D[2]^C[27]^D[4]^C[26]^D[5]^C[24]^D[7];
    NewCRC[8]=C[0]^C[28]^D[3]^C[27]^D[4]^C[25]^D[6]^C[24]^D[7];
    NewCRC[9]=C[1]^C[29]^D[2]^C[28]^D[3]^C[26]^D[5]^C[25]^D[6];
    NewCRC[10]=C[2]^C[29]^D[2]^C[27]^D[4]^C[26]^D[5]^C[24]^D[7];
    NewCRC[11]=C[3]^C[28]^D[3]^C[27]^D[4]^C[25]^D[6]^C[24]^D[7];
    NewCRC[12]=C[4]^C[29]^D[2]^C[28]^D[3]^C[26]^D[5]^C[25]^D[6]^C[24]^C[30]^D[1]^D[7];
    NewCRC[13]=C[5]^C[30]^D[1]^C[29]^D[2]^C[27]^D[4]^C[26]^D[5]^C[25]^C[31]^D[0]^D[6];
    NewCRC[14]=C[6]^C[31]^D[0]^C[30]^D[1]^C[28]^D[3]^C[27]^D[4]^C[26]^D[5];
    NewCRC[15]=C[7]^C[31]^D[0]^C[29]^D[2]^C[28]^D[3]^C[27]^D[4];
    NewCRC[16]=C[8]^C[29]^D[2]^C[28]^D[3]^C[24]^D[7];
    NewCRC[17]=C[9]^C[30]^D[1]^C[29]^D[2]^C[25]^D[6];
    NewCRC[18]=C[10]^C[31]^D[0]^C[30]^D[1]^C[26]^D[5];
    NewCRC[19]=C[11]^C[31]^D[0]^C[27]^D[4];
    NewCRC[20]=C[12]^C[28]^D[3];
    NewCRC[21]=C[13]^C[29]^D[2];
    NewCRC[22]=C[14]^C[24]^D[7];
    NewCRC[23]=C[15]^C[25]^D[6]^C[24]^C[30]^D[1]^D[7];
    NewCRC[24]=C[16]^C[26]^D[5]^C[25]^C[31]^D[0]^D[6];
    NewCRC[25]=C[17]^C[27]^D[4]^C[26]^D[5];
    NewCRC[26]=C[18]^C[28]^D[3]^C[27]^D[4]^C[24]^C[30]^D[1]^D[7];
    NewCRC[27]=C[19]^C[29]^D[2]^C[28]^D[3]^C[25]^C[31]^D[0]^D[6];
    NewCRC[28]=C[20]^C[30]^D[1]^C[29]^D[2]^C[26]^D[5];
    NewCRC[29]=C[21]^C[31]^D[0]^C[30]^D[1]^C[27]^D[4];
    NewCRC[30]=C[22]^C[31]^D[0]^C[28]^D[3];
    NewCRC[31]=C[23]^C[29]^D[2];
    NextCRC=NewCRC;
    end
        endfunction
always @ (posedge Clk or posedge Reset)
    if (Reset)
        CRC_reg     <=32'hffffffff;
    else if (Init)
        CRC_reg     <=32'hffffffff;
    else if (Data_en)
        CRC_reg     <=NextCRC(Frame_data,CRC_reg);
    else if (CRC_rd)
        CRC_reg     <={CRC_reg[23:0],8'hff};
always @ (CRC_rd or CRC_reg)
    if (CRC_rd)
        CRC_out     <=~{
                        CRC_reg[24],
                        CRC_reg[25],
                        CRC_reg[26],
                        CRC_reg[27],
                        CRC_reg[28],
                        CRC_reg[29],
                        CRC_reg[30],
                        CRC_reg[31]
                        };
    else
        CRC_out     <=0;
always @(posedge Clk or posedge Reset)
    if (Reset)
        Counter     <=0;
    else if (!CRC_rd)
        Counter     <=0;
    else 
        Counter     <=Counter + 1;
always @ (Counter)
    if (Counter==3)
        CRC_end=1;
    else
        CRC_end=0;
endmodule
module post_switch (
	input	rst,
	input	clk,
	input	[47:0] mac_address,
	input	mac_valid,
	input	trigger,
	input	[7:0] up_data,
	input	up_dv,
	input	up_er,
	output	reg [7:0] down_data,
	output	reg down_dv,
	output	reg down_er
);
parameter IFG_CLOCKS=125_000;
parameter ARP_REPEAT=3;
integer s1, s1_next;
integer s2, s2_next;
localparam S1_IDLE=0,
	S1_REPEAT=1,
	S1_FETCH=2,
	S1_LATENCY=3,
	S1_DATA=4,
	S1_IFG=5; 
localparam S2_IDLE=0,
	S2_PRE=1,
	S2_DATA=2,
	S2_LAT=3,
	S2_FCS=4,
	S2_DONE=5;
wire [6:0] ram_raddr;
reg [7:0] ram_rdata;
reg [6:0] ram_waddr;
reg [7:0] ram_wdata;
reg ram_wen;
reg triggered;
(* ASYNC_REG = "TRUE" *)
reg [2:0] sync;
reg [7:0] pkt_cnt;
reg [7:0] byte_cnt;
reg [23:0] ifg_cnt;
reg [6:0] read_offset;
reg [6:0] write_offset;
reg crc_init;
reg crc_wr;
reg crc_rd;
wire [7:0] crc_out;
CRC_gen crc_gen_i(
	.Reset(rst),
	.Clk(clk),
	.Init(crc_init),
	.Frame_data(ram_wdata),
	.Data_en(crc_wr),
	.CRC_rd(crc_rd),
	.CRC_end(),
	.CRC_out(crc_out)
);
assign ram_raddr = read_offset;
always @(posedge clk, posedge rst)
begin
	if(rst)
		sync <= 'b0;
	else 
		sync <= {sync,trigger};
end
always @(posedge clk, posedge rst)
begin
	if(rst) 
		triggered <= 1'b0;
	else if(sync[2] && !sync[1])
		triggered <= 1'b1;
	else if(s1_next!= S1_IDLE)
		triggered <= 1'b0;
end
always @(posedge clk, posedge rst)
begin
	if(rst) 
		s1 = S1_IDLE;
	else
		s1 = s1_next;
end
always @(*)
begin
	case(s1)
		S1_IDLE: begin
			if(triggered)
				s1_next = S1_REPEAT;
			else
				s1_next = S1_IDLE;
		end
		S1_REPEAT: begin
			if(pkt_cnt==ARP_REPEAT)
				s1_next = S1_IDLE;
			else
				s1_next = S1_FETCH;
		end
		S1_FETCH: begin
			s1_next = S1_LATENCY;
		end
		S1_LATENCY: begin
			s1_next = S1_DATA;
		end
		S1_DATA: begin
			if(byte_cnt==72)
				s1_next = S1_IFG;
			else
				s1_next = S1_DATA;
		end
		S1_IFG: begin
			if(ifg_cnt==IFG_CLOCKS)
				s1_next = S1_REPEAT;
			else
				s1_next = S1_IFG;
		end
		default: begin
			s1_next = 'bx;
		end
	endcase
end
always @(posedge clk, posedge rst)
begin
	if(rst) begin
		down_data <= 'bx;
		down_dv <= 1'b0;
		down_er <= 1'b0;
		pkt_cnt <= 'bx;
		byte_cnt <= 'bx;
		ifg_cnt <= 'bx;
		read_offset <= 'bx;
	end
	else case(s1_next)
		S1_IDLE: begin
			down_data <= up_data;
			down_dv <= up_dv;
			down_er <= up_er;
			pkt_cnt <= 'b0;
		end
		S1_REPEAT: begin
			down_dv <= 1'b0;
			down_er <= 1'b0;
			ifg_cnt <= 'b0;
			byte_cnt <= 'b0;
		end
		S1_FETCH: begin
			read_offset <= 'b0;
			pkt_cnt <= pkt_cnt+1;
		end
		S1_LATENCY: begin
			read_offset <= read_offset+1;
		end
		S1_DATA: begin
			read_offset <= read_offset+1;
			byte_cnt <= byte_cnt+1;
			down_data <= ram_rdata;
			down_dv <= 1'b1;
		end
		S1_IFG: begin
			ifg_cnt <= ifg_cnt + 1;
			down_dv <= 1'b0;
		end
	endcase
end
always @(posedge clk, posedge rst)
begin
	if(rst) 
		s2 = S2_IDLE;
	else
		s2 = s2_next;
end
always @(*)
begin
	case(s2)
		S2_IDLE: begin
			if(mac_valid)
				s2_next = S2_PRE;
			else
				s2_next = S2_IDLE;
		end
		S2_PRE: begin
			if(write_offset==8)
				s2_next = S2_DATA;
			else
				s2_next = S2_PRE;
		end
		S2_DATA: begin
			if(write_offset==68)
				s2_next = S2_LAT;
			else
				s2_next = S2_DATA;
		end
		S2_LAT: begin
			s2_next = S2_FCS;
		end
		S2_FCS: begin
			if(write_offset==72)
				s2_next = S2_DONE;
			else
				s2_next = S2_FCS;
		end
		S2_DONE: begin
			s2_next = S2_DONE;
		end
		default: begin
			s2_next = 'bx;
		end
	endcase
end
always @(posedge clk, posedge rst)
begin
	if(rst) begin
		ram_wen <= 1'b0;
		ram_wdata <= 'bx;
		ram_waddr <= 'bx;
		write_offset <= 'bx;
		crc_wr <= 1'b0;
		crc_rd <= 1'b0;
		crc_init <= 1'b0;
	end
	else case(s2_next)
		S2_IDLE: begin
			write_offset <= 'b0;
			crc_init <= 1'b1;
		end
		S2_PRE: begin
			case(write_offset)
				0,1,2,3,4,5,6: ram_wdata <= 8'h55;
				7: ram_wdata <= 8'hD5;
			endcase
			crc_init <= 1'b0;
			ram_waddr <= write_offset;
			ram_wen <= 1'b1;
			write_offset <= write_offset+1;
		end
		S2_DATA: begin
			case(write_offset)
				8,9,10,11,12,13: ram_wdata <= 8'hFF;
				14: ram_wdata <= mac_address[47:40];
				15: ram_wdata <= mac_address[39:32];
				16: ram_wdata <= mac_address[31:24];
				17: ram_wdata <= mac_address[23:16];
				18: ram_wdata <= mac_address[15:8];
				19: ram_wdata <= mac_address[7:0];
				20: ram_wdata <= 8'h08;
				21: ram_wdata <= 8'h06;
				22: ram_wdata <= 8'h00;
				23: ram_wdata <= 8'h01;
				24: ram_wdata <= 8'h08;
				25: ram_wdata <= 8'h00;
				26: ram_wdata <= 8'h06;
				27: ram_wdata <= 8'h04;
				28: ram_wdata <= 8'h00;
				29: ram_wdata <= 8'h03;
				30: ram_wdata <= mac_address[47:40];
				31: ram_wdata <= mac_address[39:32];
				32: ram_wdata <= mac_address[31:24];
				33: ram_wdata <= mac_address[23:16];
				34: ram_wdata <= mac_address[15:8];
				35: ram_wdata <= mac_address[7:0];
				36,37,38,39: ram_wdata <= 8'h00;
				40,41,42,43,44,45: ram_wdata <= 8'hFF;
				46,47,48,49: ram_wdata <= 8'h00;
				50,51,52,53,54,55,56,57,58,59,60,61,62,63,64,65,66,67: ram_wdata <= 8'h00;
			endcase
			crc_wr <= 1'b1;
			ram_waddr <= write_offset;
			ram_wen <= 1'b1;
			write_offset <= write_offset+1;
		end
		S2_LAT: begin
			ram_wen <= 1'b0;
			crc_wr <= 1'b0;
			crc_rd <= 1'b1;
		end
		S2_FCS: begin
			case(write_offset)
				68,69,70,71: ram_wdata <= crc_out;
			endcase
			ram_waddr <= write_offset;
			ram_wen <= 1'b1;
			write_offset <= write_offset+1;
		end
		S2_DONE: begin
			crc_rd <= 1'b0;
			ram_wen <= 1'b0;
		end
	endcase
end
reg [7:0] mem[0:127];
always @(posedge clk)
begin
	if(ram_wen)
		mem[ram_waddr] <= ram_wdata;
	ram_rdata <= mem[ram_raddr];
end
endmodule

==> impl_metrics.yaml <==
# yosys + openroad results
clock_network:
  cts_root_buffer: "clkbuf_16"
  postCtsHoldBufs: 0
  clockBufferDepth: 3
  cts_tree: "done"
  htree_levels: 3
  clk_latency_ns: 0.70
  postCtsSetupBuffers: 0
  cts.sinks: 1163
  clkTransAtPathRegs_ns: 0.06
  numCtsBuffers: 112
  ctsResizeCount: 0
layout:
  num-fill-cells: 14600
  area_growth_pct: 14.5
  logic_area_sq_um: 12900
  final_util: 0.346
  seq_area_sq_um: 34300
  largest_reg_flops: 1024
  layout-drive-gt1-share: 0.192
synthesis:
  synth.distinct_cells: 83
  synth-edff-count: 1024
  synth_flops: 1163
  yosysWarnings: 2
  syn_area_sq_um: 47900
  postSynthCellCount: 2801
  top_cells_by_area: "edfxtp_1 (64%), mux4_2 (8.7%), dfrtp_1 (5.1%)"
  top_cell_area_share: 0.642
  top_area_cell: "edfxtp_1"
  ys_top_cells_by_count: "edfxtp_1 (1024), nor2_1 (192), mux4_2 (184), mux2i_1 (157), nand2_1 (125)"
  synthArstFlopShare: 0.113
  yosys_area_sq_um: 47900
  avgSynthCellArea_sq_um: 17.1
  flop_cell: "edfxtp_1"
  ys_seq_frac: 0.715
  top_cell: "edfxtp_1"
  yosysCellCount: 2801
detailed_routing:
  firstDrtPassIters: 6
  wirelength_um: 113000
  vias: 25500
  drc: 0
  ant_nets: 0
  vias_per_cell: 5.03
  routedWlPerCell_um: 22.3
  drt_iter0_drc: 1825
worst_setup_path:
  critical_path.top_delay_family: "buffers and inverters"
  reg2regPathDepth: 9
  cpMaxStageDelayCell: "dfrtp_4"
  worstPathArrival_ns: 5.54
  end_kind: "flop"
  crit_buf_inv: 4
  cp.required_ns: 15.34
  path_cells: "buf_4 -> buf_4 -> buf_4 -> buf_4 -> mux4_2 -> mux2i_1 -> a22oi_1 -> nand3_1 -> o211ai_1"
  crit_type: "flop to flop"
  r2r_start: "read_offset[1]"
  crit_path_frequent_cell: "buf_4"
  r2r-end: "ram_rdata[7]"
  start_kind: "flop"
  max_stage_delay_ns: 0.85
  crit_path_max_fanout: 41
  r2r_slack_ns: 9.80
placed_design:
  gp_congestion: 0.885
  hpwl_um: 70700
  place.port_buffers: 71
timing:
  maxSlewHeadroom: 0.342
  fin_crit_sh: 0.338
  rsz0062_at_grt: "no"
  worstMarginPinSlew_ns: 0.983
  min_period_ns: 5.00
  final-hold-violation-count: 0
  finalSetupViolations: 0
  slew_violations: 0
  fin_tns_setup_ns: 0
  timing.clock.skew_ns: 0.0265
  clock.fmax_mhz: 200
floorplan:
  placementRows: 146
  die.size.x_um: 402
  die_y_um: 402
  ioPinCount: 72
  core_region_area_sq_um: 158000
  fp-utilization: 0.302
  dieArea_sq_um: 161000
grt:
  grt.overflow.total: 0
  antenna_found_initial: 6
  grt_pass1_vias: 26700
  grt_pass1_wl_um: 171000
  grt_max_degree: 73
  track_usage: 0.149
status:
  status: "finished, final reports clean"
pwr:
  power.density_nw_per_um2: 117
  p_leak_nw: 19.7
  irDropWorstVdd_mv: 0.107
run:
  warnings: 32
  max-cap-violations: 0
hold_path:
  hold_end: "sync[1]"
  hp-class: "flop to flop"
  hold_path_depth: 0
  hp-start: "sync[0]"
layout make-up:
type	instances	share of cell area
Antenna cell	2	0.0000912
Clock buffer	145	0.0541
Clock inverter	66	0.0130
Inverter	31	0.00221
Multi-Input combinational cell	1441	0.235
Sequential cell	1163	0.625
Tap cell	2072	0.0473
Timing Repair Buffer	148	0.0235
layout by cell type (no fill, tap or decap), types with 12 or more instances in the layout:
master / synthesis / layout
edfxtp_1: 1024 / 1024
nor2_1: 192 / 192
mux4_2: 184 / 184
mux2i_1: 157 / 156
nand2_1: 125 / 125
clkbuf_16: 0 / 113
a22oi_1: 90 / 90
dfrtp_1: 97 / 86
buf_4: 0 / 77
clkdlybuf4s50_1: 0 / 71
xnor2_1: 66 / 66
mux2_2: 61 / 61
nand3_1: 56 / 56
o21ai_0: 52 / 52
a221oi_1: 52 / 52
nor3_1: 36 / 35
dfstp_2: 34 / 34
a21o_1: 31 / 31
inv_1: 31 / 30
clkbuf_1: 102 / 30
xor2_1: 26 / 26
and3_1: 26 / 26
a21oi_1: 26 / 26
nor2b_1: 24 / 20
clkinv_2: 0 / 19
clkinv_1: 0 / 18
or2_2: 16 / 16
nand2b_1: 15 / 15
a22o_1: 15 / 15
a211oi_1: 15 / 15
nand4_1: 13 / 13
bufinv_16: 0 / 13
o22ai_1: 12 / 12
worst max-delay path by stage:
| stage | start | to | slack, ns | cells after the start |
|---|---|---|---|---|
| 4_1_cts | read_offset[1] | ram_rdata[7] | 9.68 | 9 |
| 5_1_grt | read_offset[1] | ram_rdata[7] | 9.41 | 9 |
| 6_report | read_offset[1] | ram_rdata[7] | 9.80 | 9 |
cell families (layout without fill, tap and decap cells):
logic type	count (synthesis)	after routing	synth area share
flip-flops	1163	1163	0.715
AND/OR/NAND/NOR	559	559	0.0555
multiplexers	403	403	0.134
AND-OR/OR-AND	375	375	0.0591
buffers and inverters	197	390	0.0168
XOR/XNOR	93	93	0.0172
adder cells (fa/ha/maj)	11	11	0.00287
other	0	2	0
stage by stage:
stage / cells / cell area, sq um / worst slack (ns) / power [W] / hold WS, ns
floorplan: 2801 / 47900 / 8.40 / 0.00360 / 0.331
global placement: 4855 / 51200 / 9.35 / 0.00362 / 0.337
detailed placement: 4855 / 51200 / 9.31 / 0.00362 / 0.340
CTS: 5066 / 54800 / 9.68 / 0.00648 / 0.363
global route: 5066 / 54800 / 9.41 / 0.00660 / 0.372
finish: 5068 / 54900 / 9.80 / 0.00642 / 0.353
power by group:
group          internal (W)  switching, W  leakage (nW)
Sequential          0.00352   0.000000904          13.8
Clock               0.00165       0.00122          1.78
Combinational     0.0000184     0.0000116          4.09
routing by layer:
| metal | vias to the layer above | share of wire | GRT usage |
|---|---|---|---|
| met3 | 167 | 0.13 | 0.0865 |
| met1 | 12900 | 0.38 | 0.193 |
| met5 | - | 0.00061 | 0.00208 |
| met4 | 6 | 0.022 | 0.0271 |
| met2 | 1085 | 0.47 | 0.226 |
| li1 | 11400 | - | - |
Power figures rest on the tool's default switching activity, not on a simulated workload.
