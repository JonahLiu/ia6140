==> ./design.v <==
`timescale 1ns/1ns
module mdio_ctrl
(
	input	clk,
	input	rst,
	output reg	mdc,
	input	mdio_i,
	output reg	mdio_o,
	output reg	mdio_oe,
	input	[4:0]	phy_addr,
	input	[4:0] 	reg_addr,
	input	[15:0]	wdata,
	output  [15:0]	rdata,
	input	[1:0]	op,
	input	valid,
	output	ready,
	output  error
);
parameter PRESCALE=16;
parameter OP_READ = 2'b10, OP_WRITE = 2'b01;
localparam SOF=2'b01,TA=2'b10;
reg [7:0] ccnt;
reg [7:0] bcnt;
reg done;
reg start;
reg clk_f;
reg [31:0] shift_reg;
integer s1, s1_next;
localparam S1_IDLE=0, S1_PRE=1, S1_SOF=2, S1_OP=3, S1_PADR=4,
	S1_RADR=5, S1_TA=6, S1_DATA=7, S1_DONE=8;
assign ready = done;
assign rdata = shift_reg[15:0];
assign error = shift_reg[16];
always @(posedge clk, posedge rst)
begin
	if(rst) begin
		ccnt <= 'b0;
	end
	else if(ccnt==PRESCALE-1) begin
		ccnt <= 'b0;
	end
	else begin
		ccnt <= ccnt+1;
	end
end
always @(posedge clk, posedge rst)
begin
	if(rst) begin
		clk_f <= 1'b0;
	end
	else if(ccnt==(PRESCALE/2-1)) begin
		clk_f <= 1'b1;
	end
	else begin
		clk_f <= 1'b0;
	end
end
always @(posedge clk)
begin
	if(s1_next==S1_IDLE) begin
		mdc <= 1'b1;
	end
	else if(ccnt==(PRESCALE-PRESCALE/4)) begin
		mdc <= 1'b0;
	end
	else if(ccnt==PRESCALE/4) begin
		mdc <= 1'b1;
	end
end
always @(posedge clk, posedge rst)
begin
	if(rst) begin
		start <= 1'b0;
	end
	else if(s1 == S1_IDLE && valid && !ready) begin
		start <= 1'b1;
	end
	else if(s1 != S1_IDLE) begin
		start <= 1'b0;
	end
end
always @(posedge clk, posedge rst)
begin
	if(rst) begin
		done <= 1'b0;
	end
	else if(clk_f && s1==S1_DONE) begin
		done <= 1'b1;
	end
	else begin
		done <= 1'b0;
	end
end
always @(posedge clk, posedge rst)
begin
	if(rst) begin
		s1 <= S1_IDLE;
	end
	else if(clk_f) begin
		s1 <= s1_next;
	end
end
always @(*)
begin
	case(s1)
		S1_IDLE: begin
			if(start)
				s1_next = S1_PRE;
			else
				s1_next = S1_IDLE;
		end
		S1_PRE: begin
			if(bcnt==32)
				s1_next = S1_SOF;
			else
				s1_next = S1_PRE;
		end
		S1_SOF: begin
			if(bcnt==34)
				s1_next = S1_OP;
			else
				s1_next = S1_SOF;
		end
		S1_OP: begin
			if(bcnt==36)
				s1_next = S1_PADR;
			else
				s1_next = S1_OP;
		end
		S1_PADR: begin
			if(bcnt==41)
				s1_next = S1_RADR;
			else
				s1_next = S1_PADR;
		end
		S1_RADR: begin
			if(bcnt==46)
				s1_next = S1_TA;
			else
				s1_next = S1_RADR;
		end
		S1_TA: begin
			if(bcnt==48)
				s1_next = S1_DATA;
			else
				s1_next = S1_TA;
		end
		S1_DATA: begin
			if(bcnt==64)
				s1_next = S1_DONE;
			else
				s1_next = S1_DATA;
		end
		S1_DONE: begin
			s1_next = S1_IDLE;
		end
		default: begin
			s1_next = 'bx;
		end
	endcase
end
always @(posedge clk, posedge rst)
begin
	if(rst) begin
		mdio_oe <= 1'b0;
	end
	else if(clk_f) begin
		case(s1_next)
			S1_IDLE: begin
				mdio_oe <= 1'b0;
			end
			S1_PRE: begin
			end
			S1_SOF: begin
				mdio_oe <= 1'b1;
			end
			S1_OP: begin
			end
			S1_PADR: begin
			end
			S1_RADR: begin
			end
			S1_TA: begin
				if(op ==OP_READ)
					mdio_oe <= 1'b0;
			end
			S1_DATA: begin
			end
			S1_DONE: begin
				mdio_oe <= 1'b0;
			end
		endcase
	end
end
always @(posedge clk)
begin
	if(s1==S1_IDLE && start) begin
		{mdio_o,shift_reg} <= {1'b1,SOF[1:0],op[1:0],phy_addr[4:0],reg_addr[4:0],TA[1:0],wdata};
	end
	else if(s1_next!=S1_IDLE && s1_next!=S1_PRE && clk_f) begin
		{mdio_o,shift_reg} <= {shift_reg,mdio_i};
	end
end
always @(posedge clk)
begin
	if(s1_next==S1_IDLE) 
		bcnt <= 'b0;
	else if(clk_f) 
		bcnt <= bcnt+1;
end
endmodule
module phy_config(
	input	clk,
	input	rst,
	output	mdc,
	input	mdio_i,
	output	mdio_o,
	output	mdio_oe
);
parameter PRESCALE=128;
reg [4:0] phy_addr;
reg [4:0] reg_addr;
reg [15:0] wdata;
reg valid;
reg [1:0] op;
wire ready;
mdio_ctrl #(.PRESCALE(PRESCALE)) mdio_ctrl_i(
	.clk(clk),
	.rst(rst),
	.mdc(mdc),
	.mdio_i(mdio_i),
	.mdio_o(mdio_o),
	.mdio_oe(mdio_oe),
	.phy_addr(phy_addr),
	.reg_addr(reg_addr),
	.wdata(wdata),
	.rdata(),
	.op(op),
	.valid(valid),
	.ready(ready),
	.error()
);
integer s1, s1_next;
localparam S1_IDLE=0, S1_EPSC=2, S1_RESET=3, S1_DONE=4;
always @(posedge clk, posedge rst)
begin
	if(rst)
		s1 <= S1_IDLE;
	else
		s1 <= s1_next;
end
always @(*)
begin
	case(s1)
		S1_IDLE: begin
			s1_next = S1_EPSC;
		end
		S1_EPSC: begin
			if(ready) 
				s1_next = S1_RESET;
			else
				s1_next = S1_EPSC;
		end
		S1_RESET: begin
			if(ready)
				s1_next = S1_DONE;
			else
				s1_next = S1_RESET;
		end
		S1_DONE: begin
			s1_next = S1_DONE;
		end
	endcase
end
always @(posedge clk, posedge rst)
begin
	if(rst) begin
		phy_addr <= 'bx;
		reg_addr <= 'bx;
		op <= 'bx;
		valid <= 1'b0;
	end
	else case(s1_next) 
		S1_IDLE: begin
		end
		S1_EPSC: begin
			phy_addr <= 'b0;
			reg_addr <= 20;
			op <= 2'b01;
			wdata <= 16'h0CE6;
			valid <= 1'b1;
		end
		S1_RESET: begin
			phy_addr <= 'b0;
			reg_addr <= 0;
			op <= 2'b01;
			wdata <= 16'h9140;
			valid <= 1'b1;
		end
		S1_DONE: begin
			valid <= 1'b0;
		end
	endcase
end
endmodule
==> ./run.sh <==
#!/bin/bash
# OpenROAD 26Q1-2900-gdf79404cd8, Yosys 0.63+post, stock flow scripts
make -C /OpenROAD-flow-scripts/flow DESIGN_CONFIG=/design/flow/config.mk WORK_HOME=/design/flow/orfs finish
==> ./config.mk <==
export PLATFORM = sky130hd
export DESIGN_NAME = phy_config
export DESIGN_NICKNAME = phy_config
export VERILOG_FILES = /design/flow/design.v
export SDC_FILE = /design/flow/constraint.sdc
export NUM_CORES = 4
export LEC_CHECK = 1
export CORE_UTILIZATION = 40
==> ./constraint.sdc <==
current_design phy_config

set clk_period 3.8
set clk_io_pct 0.2

create_clock -name clk0 -period $clk_period [get_ports {clk}]

set non_clock_inputs [all_inputs -no_clocks]
set_input_delay [expr $clk_period * $clk_io_pct] -clock clk0 $non_clock_inputs
set_output_delay [expr $clk_period * $clk_io_pct] -clock clk0 [all_outputs]
==> flow_summary.toml <==
# physical design summary
[run_status]
outcome = "finished clean"

[setup_path]
endpoint_kind = "flop"
max_stage_delay_ps = 360
crit_slowest_cell = "dfxtp_1"
criticalPathCategory = "reg -> reg"
start_kind = "flop"
critPathRequiredTime_ps = 3820
path_max_fanout = 21
cp_data_arrival_time_ps = 2600
crit_chain = "inv_1 > ha_1 > nor4b_1 > o211ai_1 > a21oi_2 > buf_4 > nand2_1 > nand2_1 > buf_4"

[power_and_ir_drop]
power_mw = 1.36
power_per_cell_area_mw_per_mm2 = 411
vdd_drop_max_v = 0.000267
leakage_nw = 1.36

[logic_synthesis]
synth.avg_cell_area_um2 = 11.1
ys_area_mm2 = 0.00294
syn_area_mm2 = 0.00294
synth_cell_types = 45
synth_stat.cells = 265
synthArstFlopShare = 0.309
ys.flop_type = "edfxtp_1"
edf_count = 30
synth_warnings = 2
numSynthFlops = 68
syn_inst = 265

[flow_run]
cap_violations = 0
warnings = 28

[clock_tree]
clkTransAtPathRegs_ps = 70
numCtsBuffers = 9
ctsHoldBuffers = 0
clock-root-buffer = "clkbuf_8"
clockBufferDepth = 2
tritoncts = "done"
htree_levels = 3
worstSkewPairLatency_ps = 340
cts_resized = 0
cts_setup_buffers = 0

[placed_design]
port_buffers = 5
placement.cell_area_mm2 = 0.00309
gp_congestion = 0.817
dp_hpwl_um = 3060

[final_timing]
tns_ps = 0
max_slew_margin = 0.581
finalCritPeriodShare = 0.680
slew_viol_final = 0
rsz0062_at_grt = "no"
skew_ps = 8.66
unclocked_pins = 3
hold_slack_ps = 457
worst_pin_slew_ps = 628
max_clock_freq_ghz = 0.387
setup_viol = 0
fin_crit_ps = 2580
untimed_endpoints = 8
hold_viol = 0

[detailed_routing]
vias_per_cell = 4.92
drc = 0
wl_um = 4780
drt_iter0_drc = 147
num_antenna_cells = 0
dr.pass1.iters = 4
wl_per_cell_um = 12.7
ant_nets = 0
vias = 1855

[layout]
largest_reg_flops = 32
num-fill-cells = 623
lay_top_count = "nand2_1"
layout_top_cells = "36 x nand2_1, 30 x edfxtp_1, 22 x nor2_1, 21 x and3_1, 21 x dfrtp_1"
drive_gt1_frac = 0.103
syn_to_final_growth_pct = 12.5
fin_area_mm2 = 0.00330

[global_route]
grt_max_degree = 31
grt_pass1_vias = 1795
grt_pass1_wl_um = 8430
antenna_found_initial = 0
grt_usage = 0.148
grt_overflow_total = 0

[die]
initCoreUtil = 0.423
chipHeight_um = 87.7
chipArea_mm2 = 0.00769
rows = 30
dieWidth_um = 87.7
core_region_area_mm2 = 0.00694
io_pins = 6

[worst_hold_path]
hp-class = "reg -> reg"
Yosys cell counts (all sizes together) (4+ instances only):
cell type,instances,area share
nor2b,4,0.0085
edfxtp,30,0.31
and3,21,0.045
mux2,4,0.015
dfxtp,14,0.095
nand2b,5,0.011
nand3,12,0.020
ha,5,0.021
a22o,5,0.015
buf,6,0.011
xnor2,5,0.015
o21ai,5,0.0085
nand2,36,0.046
xor2,10,0.030
dfrtp,21,0.18
nor2,22,0.028
a21oi,7,0.014
inv,10,0.013
area by class of cell:
| type | instances | area (um2) | share of cell area |
|---|---|---|---|
| Timing Repair Buffer | 9 | 80.1 | 0.0242 |
| Tap cell | 96 | 120 | 0.0364 |
| Multi-Input combinational cell | 178 | 1100 | 0.334 |
| Clock buffer | 10 | 128 | 0.0386 |
| Sequential cell | 68 | 1750 | 0.530 |
| Clock inverter | 6 | 82.6 | 0.0250 |
| Inverter | 10 | 37.5 | 0.0114 |
kinds of logic (layout without fill, tap and decap cells):
| kind of cell | count (synthesis) | in the layout | synth area share |
|---|---|---|---|
| XOR/XNOR | 15 | 15 | 0.0448 |
| flip-flops | 65 | 65 | 0.581 |
| AND-OR/OR-AND | 29 | 29 | 0.0729 |
| latches | 3 | 3 | 0.0153 |
| AND/OR/NAND/NOR | 123 | 123 | 0.215 |
| buffers and inverters | 19 | 35 | 0.0273 |
| adder cells (fa/ha/maj) | 5 | 5 | 0.0213 |
| multiplexers | 6 | 6 | 0.0222 |
per-layer routing:
metal  GRT usage  vias up  wire length (um)
met5           0        -                 0
met4      0.0164        0                53
met3      0.0601        6               246
met2       0.202       27              1980
met1       0.243      862              2500
li1            -      960                 -
where the power goes:
| group | leakage (nW) | internal [mW] | switching, mW |
|---|---|---|---|
| sequential | 0.720 | 0.729 | 0 |
| clock | 0.106 | 0.366 | 0.254 |
| combinational | 0.532 | 0.00279 | 0.00493 |
| total | 1.36 | 1.10 | 0.259 |
critical path, delay by kind of cell, from the launching register on:
kind                       cells  cell delay, ps
and+or+nand+nor                3             700
buffers and inverters          3             690
DFF                            1             360
AOI/OAI and AO/OA              2             350
adders and majority gates      1             170
stage by stage:
stage                     utilization  setup WS, ps  cells
after floorplan                     -          1350    265
after global placement          0.445          1280    361
after detailed placement        0.445          1240    361
after CTS                       0.476          1220    377
after global routing            0.476           985    377
final                           0.476          1220    377
final timing paths:
path                            cells after the start                   endpoint                 startpoint  slack, ps
worst max-delay path                                9   mdio_ctrl_i.shift_reg[6]        mdio_ctrl_i.bcnt[0]       1220
worst min-delay path                                2  mdio_ctrl_i.shift_reg[31]  mdio_ctrl_i.shift_reg[30]        460
worst max register to register                      9   mdio_ctrl_i.shift_reg[6]        mdio_ctrl_i.bcnt[0]       1220
worst min register to register                      2  mdio_ctrl_i.shift_reg[31]  mdio_ctrl_i.shift_reg[30]        460
max in group asynchronous                           3                      valid                        rst       2840
min in group asynchronous                           3        mdio_ctrl_i.ccnt[3]                        rst        740
Power is estimated from default activity; no workload was simulated.
